===== /design/flow/config.mk =====
export PLATFORM = sky130hd
export DESIGN_NAME = lab3
export DESIGN_NICKNAME = lab3
export VERILOG_FILES = /design/flow/design.v
export SDC_FILE = /design/flow/constraint.sdc
export NUM_CORES = 4
export LEC_CHECK = 1
export CORE_UTILIZATION = 50

===== /design/flow/constraint.sdc =====
current_design lab3

set clk_period 4.6
set clk_io_pct 0.2

create_clock -name clk0 -period $clk_period [get_ports {clk}]

set non_clock_inputs [all_inputs -no_clocks]
set_input_delay [expr $clk_period * $clk_io_pct] -clock clk0 $non_clock_inputs
set_output_delay [expr $clk_period * $clk_io_pct] -clock clk0 [all_outputs]

===== /design/flow/design.v =====
`timescale 1ns / 1ps
module lab3(
  input  clk,             
  input  reset_n,         
  input  [3:0] usr_btn,   
  output [3:0] usr_led    
);
reg [22:0] decounter;
reg signed [3:0] counter;
reg debounce;
always @(posedge clk)
begin 
	if(~reset_n)
		decounter <= 0;
	else if(usr_btn != 0 && decounter != 23'h7fffff)
		decounter <= decounter+1;
    else if(usr_btn != 0 && decounter == 23'h7fffff)
        decounter <= decounter;
	else
	   decounter <= 0;
end
wire test;
assign test = (usr_btn[0] || usr_btn[1] || usr_btn[2] ||usr_btn[3])? 1:0;
always@(posedge clk)
begin
    if(decounter == (23'h7fffff-1))
        debounce <= test;
    else
        debounce <= 0;
end
always@(posedge clk)
begin
    if(~reset_n)
        counter <= 0;
    else if(debounce && usr_btn[0])
    begin
        if(counter == -8)
            counter <= counter;
        else 
            counter <= counter -1;
    end
    else if(debounce && usr_btn[1])
    begin
        if(counter == 7)
            counter <= counter;
        else
            counter <= counter + 1;
     end
end
reg [2:0] du_cy;
always@ (posedge clk)
begin
    if(~reset_n)
        du_cy <= 0;
    else if(debounce && usr_btn[2] && du_cy >= 1)
        du_cy = du_cy - 1;
    else if(debounce && usr_btn[3] && du_cy <= 3)
        du_cy = du_cy + 1;
    else 
        du_cy <= du_cy;    
end    
reg [22:0] high_ticks;
always @(posedge clk)
begin
	if(du_cy == 0) high_ticks = 50000;
	else if(du_cy ==1) high_ticks = 250000;
	else if(du_cy == 2) high_ticks=500000;
	else if(du_cy == 3) high_ticks=750000;
	else if(du_cy == 4) high_ticks=1000000;
end  
reg [22:0] Lcounter;
always@ (posedge clk)
begin
    if(~reset_n || Lcounter == 1000000)
        Lcounter <= 0;
    else if(Lcounter < 1000000)
        Lcounter = Lcounter + 1;
end
assign usr_led[0]=(Lcounter <= high_ticks &&  counter[0])?1:0;
assign usr_led[1]=(Lcounter <= high_ticks &&  counter[1])?1:0;
assign usr_led[2]=(Lcounter <= high_ticks &&  counter[2])?1:0;
assign usr_led[3]=(Lcounter <= high_ticks &&  counter[3])?1:0;
endmodule

===== /design/flow/run.sh =====
#!/bin/bash
# OpenROAD 26Q1-2900-gdf79404cd8, Yosys 0.63+post, stock flow scripts
make -C /OpenROAD-flow-scripts/flow DESIGN_CONFIG=/design/flow/config.mk WORK_HOME=/design/flow/orfs finish

==> flow_metrics.env <==
# implementation run metrics
export IMPL_cts_made_buffers=9
export IMPL_tool_warnings=31
export IMPL_io_buffers=9
export IMPL_cts_hold_buffers=0
export IMPL_period_needed_ns=3.640
export IMPL_initCoreUtil_pct=52.61
export IMPL_crit_fanout=7
export IMPL_slew_violations=0
export IMPL_slew_headroom_pct=43.97
export IMPL_die_area_um2=7653
export IMPL_top_layer="met4"
export IMPL_cp_slowest_cell="clkdlybuf4s50_1"
export IMPL_postCtsResizedCells=0
export IMPL_cts_sinks=64
export IMPL_setup_viol=0
export IMPL_start_kind="flip-flop"
export IMPL_ff_type="dfxtp_1"
export IMPL_area_growth_pct=8.664
export IMPL_h_tree_depth=3
export IMPL_syn_instance_count=436
export IMPL_yosysWarnings=1
export IMPL_ys_cells=436
export IMPL_yosysChipArea_um2=3654
export IMPL_crit_buf_inv=1
export IMPL_synth_ff_latch_count=64
export IMPL_layout_top_cell="dfxtp_1"
export IMPL_regArea_um2=1281
export IMPL_synth_cell_types=54
export IMPL_m1WireLength_um=3839
export IMPL_ys_seq_share_pct=35.07
export IMPL_detail_route_antenna_nets=0
export IMPL_grtUsageTotal_pct=21.72
export IMPL_via_count=3027
export IMPL_diodes=0
export IMPL_lay_top_cells="64 x dfxtp_1, 37 x nor2_1, 34 x a21oi_1, 30 x inv_1, 29 x nand2_1"
export IMPL_clk_pin_slew_ns=0.06
export IMPL_fillCellCount=628
export IMPL_path_cells="ha_1, a21o_1, a2111oi_0, o21a_1, o211ai_1, a21boi_0, clkdlybuf4s50_1"
export IMPL_max_clock_freq_mhz=274.8
export IMPL_grt_first_pass_wirelength_um=12730
export IMPL_final_hold_viol_count=0
export IMPL_p_per_area_nw_per_um2=251.8
export IMPL_worstMarginPinSlew_ns=0.8395
export IMPL_clk_latency_ns=0.33
export IMPL_dieHeight_um=87.48
export IMPL_antenna_found_initial=0
export IMPL_cts_tree="yes"
export IMPL_cp_top_family="AND-OR/OR-AND gates"
export IMPL_status="finished clean"
export IMPL_grt_max_degree=22
export IMPL_hold_class="flip-flop to flip-flop"
export IMPL_crit_type="flip-flop to output pin"
export IMPL_core_area_um2=6944
export IMPL_clk_path_buf_depth=2
export IMPL_gr_total_overflow=0
export IMPL_rsz0062_at_grt="false"
export IMPL_syn_area_um2=3654
export IMPL_fp_dieW_um=87.48
export IMPL_power_mw=0.9998
export IMPL_wl_met2_um=3343
export IMPL_drc=0
export IMPL_routedWlPerCell_um=13.79
export IMPL_critPathMaxStageDelay_ns=0.49
export IMPL_fp_row_count=30
export IMPL_endpoint_kind="output pin"
export IMPL_routabilityCongestion=0.8409
export IMPL_routed_wl_um=7504
export IMPL_post_cts_buffers=0
export IMPL_period_used_pct=79.12
export IMPL_firstDrtPassIters=4
export IMPL_drive_gt1_share_pct=6.250
export IMPL_edf_count=0
export IMPL_avgSynthCellArea_um2=8.380
export IMPL_finClkSkew_ns=0.007723
export IMPL_maxCapViolCount=0
export IMPL_required_ns=3.68
export IMPL_final_setup_tns_ns=0
export IMPL_hpwl_um=5364
export IMPL_io_pins=10
export IMPL_async_flop_share_pct=0
export IMPL_via_per_inst=5.564
export IMPL_combGateArea_um2=2197
export IMPL_worst_ep_arrival_time_ns=2.72
export IMPL_ir_drop_v=0.0001438
export IMPL_root_buffer="clkbuf_8"
export IMPL_p_leak_nw=1.445
export IMPL_grt_pass1_vias=2684
export IMPL_drt_iter0_drc=92
export IMPL_met3WireLength_um=218
state kept, by name, indices dropped and copies added (netlist names):
register    count
debounce        1
counter         4
high_ticks     10
Lcounter       23
decounter      23
du_cy           3
cells by family (layout without fill, tap and decap cells):
logic type / Yosys count / after routing / synth area share [%]
xor gates and xnor gates: 23 / 23 / 5.514
muxes: 5 / 5 / 1.370
adders and majority gates: 28 / 28 / 9.794
buffers and inverters: 43 / 55 / 4.795
AOI/OAI and AO/OA: 112 / 112 / 20.27
DFF: 64 / 64 / 35.07
and+or+nand+nor: 161 / 161 / 23.18
worst min-delay path, cell delays in order, from the launching register on:
cell and delay (ns):
dfxtp_1 0.31, inv_1 0.04, a21oi_1 0.05
final cells by class:
type                       instances  area share (%)
clock inverter                     1          0.1261
tap                               96           3.026
inverter                          30           2.836
clock buffer                      13           3.750
sequential                        64           32.27
multi-input combinational        329           55.34
timing repair buffer              11           2.647
worst paths after layout:
| kind | start | to | slack (ns) | cells past startpoint |
|---|---|---|---|---|
| setup / recovery | Lcounter[8] | usr_led[2] | 0.96 | 7 |
| hold / removal | decounter[22] | decounter[22] | 0.44 | 2 |
| setup reg to reg | Lcounter[5] | Lcounter[14] | 2.24 | 5 |
| hold reg to reg | decounter[22] | decounter[22] | 0.44 | 2 |
metal layers:
layer | global-route usage (%) | vias up
met5 | 0 | -
met2 | 35.09 | 30
met4 | 2.534 | 0
li1 | - | 1604
met1 | 31.78 | 1383
met3 | 4.423 | 10
synth_stat cells, types with 2 or more instances:
library cell | instances | area share (%)
nand3_1 | 19 | 2.6
nor2_1 | 37 | 3.8
o211ai_1 | 2 | 0.41
a21oi_2 | 7 | 1.7
or4_1 | 6 | 1.2
dfxtp_1 | 64 | 35
mux2i_1 | 5 | 1.4
o21ai_0 | 25 | 3.4
nand4_1 | 12 | 2.1
o21a_1 | 5 | 1.0
clkbuf_1 | 10 | 1.0
and4_1 | 4 | 0.96
o22ai_1 | 3 | 0.51
or3_1 | 13 | 2.2
nor2b_1 | 3 | 0.51
o2111ai_1 | 3 | 0.72
a21oi_1 | 34 | 4.7
nand3b_1 | 2 | 0.41
nand2_1 | 29 | 3.0
a211oi_1 | 7 | 1.4
nand2b_1 | 3 | 0.51
a21boi_1 | 2 | 0.41
a31oi_1 | 2 | 0.34
buf_2 | 2 | 0.27
inv_1 | 30 | 3.1
nor2_2 | 3 | 0.51
ha_1 | 27 | 9.2
nor3_1 | 9 | 1.2
a2111oi_0 | 3 | 0.72
o31ai_1 | 3 | 0.62
xnor2_1 | 21 | 5.0
and2_1 | 3 | 0.51
and3_1 | 8 | 1.4
a21o_1 | 5 | 1.0
xor2_1 | 2 | 0.48
nor4_1 | 5 | 0.86
power by group:
group          total (mW)  switching, mW  internal [mW]
Clock               0.404          0.200          0.204
Sequential          0.564        0.00574          0.559
Combinational      0.0316         0.0194         0.0121
Total                1.00          0.225          0.775
stage by stage:
stage | area [um2] | hold slack (ns) | util [%] | setup WS (ns) | cells
6_report | 3970 | 0.4439 | 57.17 | 0.9603 | 544
5_1_grt | 3970 | 0.4612 | 57.17 | 0.8113 | 544
4_1_cts | 3970 | 0.4487 | 57.17 | 0.9098 | 544
3_5_place_dp | 3816 | 0.4396 | 54.96 | 1.274 | 530
3_3_place_gp | 3816 | 0.4393 | 54.96 | 1.363 | 530
2_1_floorplan | 3654 | 0.4254 | - | 2.092 | 436
No activity file was given, so power comes from the tool's default toggle rates.
